`design/flow/run.sh`:
```
#!/bin/bash
# OpenROAD 26Q1-2900-gdf79404cd8, Yosys 0.63+post, stock flow scripts
make -C /OpenROAD-flow-scripts/flow DESIGN_CONFIG=/design/flow/config.mk WORK_HOME=/design/flow/orfs finish
```
`design/flow/config.mk`:
```
export PLATFORM = sky130hd
export DESIGN_NAME = SumaTop
export DESIGN_NICKNAME = SumaTop
export VERILOG_FILES = /design/flow/design.v
export SDC_FILE = /design/flow/constraint.sdc
export NUM_CORES = 4
export LEC_CHECK = 1
export CORE_AREA = 10 10 106 106
export DIE_AREA = 0 0 116 116
```
`design/flow/constraint.sdc`:
```
current_design SumaTop

set clk_period 2.8
set clk_io_pct 0.2

create_clock -name clk0 -period $clk_period [get_ports {clk}]

set non_clock_inputs [all_inputs -no_clocks]
set_input_delay [expr $clk_period * $clk_io_pct] -clock clk0 $non_clock_inputs
set_output_delay [expr $clk_period * $clk_io_pct] -clock clk0 [all_outputs]
```
`design/flow/design.v`:
```
module LectorDigitos (
    input logic clk,
    input logic operador,
    input logic [3:0] col,
    output logic [15:0] num
);
    reg [1:0] cont = 0;
    reg [15:0] next_num = 0;
    always_ff @(posedge clk) begin
        if (operador) begin
           cont <= cont + 1'b1;
           next_num <= {next_num[11:0], col};
        end
        else begin
            case (cont)
            2'b00: begin num = 16'b0; next_num = 0; end
            2'b01: begin
                num = next_num;
            end
            2'b10: begin
                num = next_num;
            end
            2'b11: begin 
                num = next_num;
                next_num = 0; 
                end
            default: begin num = 0; next_num = 0; end
        endcase
        end
    end
endmodule
module display (
    input logic clk,
    input logic [15:0] bcd,
    output logic [3:0] anodos,
    output logic [6:0] segmentos
);
    logic [3:0] a;
    logic [3:0] b;
    logic [3:0] c;
    reg [3:0] digit;
    reg [1:0] select=0;
    assign a = bcd[11:8];
    assign b = bcd[7:4];
    assign c = bcd[3:0];
    always_ff @(posedge clk) begin
        select <= select + 1'b1; 
    end
    always_comb begin
        case (select)  
            2'b00: begin
                anodos = 4'b0001;  
                digit = 4'b0000;
            end
            2'b01: begin
                anodos = 4'b0010;  
                digit = a;
            end
            2'b10: begin
                anodos = 4'b0100;  
                digit = b;
            end
            2'b11: begin 
                anodos = 4'b1000;  
                digit = c;
            end
            default: begin
                anodos = 4'b0001;
                digit = 4'b1111;
            end
        endcase  
    end
    always_comb begin
        case(digit)
            4'd0: segmentos = 7'b0111111;  
            4'd1: segmentos = 7'b0000110;  
            4'd2: segmentos = 7'b1011011;  
            4'd3: segmentos = 7'b1001111;  
            4'd4: segmentos = 7'b1100110;  
            4'd5: segmentos = 7'b1101101;  
            4'd6: segmentos = 7'b1111101;  
            4'd7: segmentos = 7'b0000111;  
            4'd8: segmentos = 7'b1111111;  
            4'd9: segmentos = 7'b1101111;  
            default: segmentos = 7'b1111111;  
        endcase
    end
endmodule
module suma (
    input logic clk,     
    input logic [15:0] num1,
    input logic [15:0] num2,
    output logic [15:0] resultado
);
    reg [15:0] num;
    always_ff @( posedge clk ) begin
        if (num1 != 0 && num2 != 0) begin
           num <= num1+num2; 
        end
    end
    assign resultado = num;
endmodule
module SumaTop (
    input logic clk,
    input logic rst,
    input logic operador,
    input logic [3:0] col,
    output logic [3:0] anodos,
    output logic [6:0] segmentos
);
    reg [1:0] contador;
    reg [15:0] numero;
    logic [15:0] num1;
    logic [15:0] num2;
    logic [15:0] resultado;
    LectorDigitos Entradas(
        .clk(clk),
        .operador(operador),
        .col(col),
        .num(num1)
        );
    display Sevens(
        .clk(clk),
        .bcd(num1),
        .anodos(anodos),
        .segmentos(segmentos)
        );
    suma Adder(
        .clk(clk),
        .num1(num1),
        .num2(num2),
        .resultado(numero)
        );
    always_ff @(posedge clk) begin
        if (contador == 0) begin
            resultado <= num1;
        end
        else if (contador == 2'b01) begin
            resultado <= num2;
        end
        else if (contador == 2'b10) begin
            num2 <= resultado;
        end
        else if (contador == 2'b11) begin
            resultado <= numero;
        end        
    end
    always @(~rst) begin
        contador <= contador + 1'b1;
    end
endmodule
```
==> flow_metrics.env <==
# flow metrics
export IMPL_outcome="complete, but fails checks"
export IMPL_violations="negative setup slack"
export IMPL_layout_area_overhead_vs_synth_pct=51.3
export IMPL_critical_path_startpoint_type="flip-flop"
export IMPL_ys_seq_share_pct=61.3
export IMPL_worst_ep_arrival_time_ns=2.29
export IMPL_row_count=34
export IMPL_gpl_final_weighted_congestion=0.765
export IMPL_top_level_i_o_count=18
export IMPL_worst_pin_slew_ns=0.504
export IMPL_yosysWarningCount=4
export IMPL_achievable_frequency_mhz=351
export IMPL_path_class="reg2out"
export IMPL_finalCriticalPeriod_ns=2.85
export IMPL_cts_root_buf="sky130_fd_sc_hd__clkbuf_8"
export IMPL_critPathCaptureType="output port"
export IMPL_clk_pin_slew_ns=0.08
export IMPL_flop_pwr_share_pct=66.4
export IMPL_post_place_cells=236
export IMPL_topCellsByArea="sky130_fd_sc_hd__edfxtp_1 (58%), sky130_fd_sc_hd__ha_1 (13%), sky130_fd_sc_hd__and2_1 (5.6%)"
export IMPL_syn_area_sq_mm=0.00134
export IMPL_post_route_worst_setup_slack_ns=-0.0481
export IMPL_post_drt_via_cell_ratio=3.33
export IMPL_yosys_register_bits=28
export IMPL_detailedRoute_firstIterationViolations=39
export IMPL_max_cap_violations=0
export IMPL_skew_ns=0.00719
export IMPL_final_fill_count=923
export IMPL_synth_area_per_cell_sq_um=13.9
export IMPL_warning_count=39
export IMPL_final_max_slew_violation_count=0
export IMPL_hold_depth=1
export IMPL_remaining_drc_errors=0
export IMPL_drt_pre_antenna_iters=4
export IMPL_yosys_stat_area_sq_mm=0.00134
export IMPL_wl_met2_um=935
export IMPL_detail_route_wl_per_cell_um=9.42
export IMPL_critical_path_max_stage_delay_ns=0.46
export IMPL_power_share_clock_pct=27.0
export IMPL_antenna_found_initial=0
export IMPL_cell_internal_pwr_w=0.000629
export IMPL_clock_sinks=28
export IMPL_synthCells=96
export IMPL_antenna_cells_inserted=0
export IMPL_final_area_sq_mm=0.00203
export IMPL_grt_pass1_wl_mm=4.01
export IMPL_crit_path_buf_inv_count=4
export IMPL_timing_hold_worst_class="reg2reg"
export IMPL_grt_start_max_net_pins=16
export IMPL_r2r_worst_path_cells=3
export IMPL_chipArea_sq_mm=0.0135
export IMPL_worst_path_most_repeated_cell="sky130_fd_sc_hd__ha_4"
export IMPL_tritoncts_clock_tree="built"
export IMPL_die_width_um=116
export IMPL_place_port_buffers=16
export IMPL_netSwitchingPower_w=0.000150
export IMPL_final_comb_area_sq_um=587
export IMPL_post_synth_num_cell_types=20
export IMPL_flop_area_sq_um=828
export IMPL_layout_drive_gt1_share_pct=42.9
export IMPL_timing_critical_path_depth=9
export IMPL_critical_path_top_delay_family="simple AND/OR/NAND/NOR gates"
export IMPL_final_setup_viol_count=1
export IMPL_clock_latency_ns=0.27
export IMPL_maximum_resistive_drop_on_vdd_mv=0.248
export IMPL_layout_cells_non_filler=255
export IMPL_slowest_stage="sky130_fd_sc_hd__or4b_1"
export IMPL_grt_setup_unrepaired="true"
export IMPL_grt_overflow=0
export IMPL_detailed_place_area_sq_mm=0.00176
export IMPL_hpwl_mm=1.59
export IMPL_dpl_worst_slack_ns=-0.196
export IMPL_route_layer_met1_wl_mm=1.25
export IMPL_yosys_area_top_type="sky130_fd_sc_hd__edfxtp_1"
export IMPL_drt_antenna_violating_nets=0
export IMPL_comb_power_share_pct=6.6
export IMPL_fp_coreArea_sq_mm=0.00885
export IMPL_critPathRequiredTime_ns=2.24
export IMPL_worstPathMaxFanout=4
export IMPL_cts_htree_levels=1
export IMPL_routed_wl_mm=2.40
export IMPL_synth_yosys_num_cells=96
export IMPL_die_height_um=116
export IMPL_netSwitchingFraction_pct=19.2
export IMPL_cts_hold_buffers_added=0
export IMPL_clock_path_buffers=2
export IMPL_route_vias_total=849
export IMPL_timing_hold_violations_final=0
export IMPL_power_leakage_nw=0.802
export IMPL_grt_pass1_vias=858
export IMPL_floorplan_initialDensity_pct=15.1
export IMPL_synthDominantCellAreaShare_pct=58.3
export IMPL_tot_gr_track_use_pct=3.61
export IMPL_timing_slew_headroom_pct=66.3
export IMPL_powerDensity_mw_per_mm2=384
export IMPL_worstPathCellList="inv_4, ha_4, a222oi_1, buf_4, nor2_4, buf_6, ha_4, or4b_1, clkbuf_2"
export IMPL_route_met3_wl_um=218
export IMPL_cts_buffers=3
export IMPL_highest_signal_layer="met3"
export IMPL_post_route_period_util_pct=102
layout by cell type (no fill, tap or decap), drive strengths merged:
cell,synthesis,layout
buf,0,33
nor3b,1,1
nand2,2,2
a222oi,4,4
and4bb,1,1
or4b,1,1
dfxtp,2,2
edfxtp,26,26
and2,12,12
clkdlybuf4s50,0,9
a31oi,1,1
nor2b,12,12
clkbuf,2,8
a21o,1,1
inv,9,9
mux2,1,1
clkinv,0,1
a22oi,3,3
nor2,1,1
dlygate4sd2,0,2
mux2i,1,1
ha,14,14
or2,1,1
a21oi,1,1
worst paths after layout:
| path | to | from | slack [ns] |
|---|---|---|---|
| hold reg to reg | Entradas.num[8]$_SDFFCE_PN0N_ | Entradas.next_num[8]$_SDFFCE_PN0P_ | 0.54 |
| setup reg to reg | Entradas.next_num[8]$_SDFFCE_PN0P_ | Entradas.cont[0]$_DFFE_PP_ | 1.36 |
| setup / recovery | segmentos[1] | Sevens.select[1]$_DFF_P_ | -0.05 |
| hold / removal | Entradas.num[8]$_SDFFCE_PN0N_ | Entradas.next_num[8]$_SDFFCE_PN0P_ | 0.54 |
synthesized netlist by cell type:
| library cell | number |
|---|---|
| sky130_fd_sc_hd__and4bb_2 | 1 |
| sky130_fd_sc_hd__or2_2 | 1 |
| sky130_fd_sc_hd__nor3b_1 | 1 |
| sky130_fd_sc_hd__a21o_2 | 1 |
| sky130_fd_sc_hd__ha_1 | 14 |
| sky130_fd_sc_hd__dfxtp_1 | 2 |
| sky130_fd_sc_hd__and2_1 | 12 |
| sky130_fd_sc_hd__mux2i_1 | 1 |
| sky130_fd_sc_hd__inv_1 | 9 |
| sky130_fd_sc_hd__mux2_2 | 1 |
| sky130_fd_sc_hd__a31oi_1 | 1 |
| sky130_fd_sc_hd__clkbuf_1 | 2 |
| sky130_fd_sc_hd__nor2b_1 | 12 |
| sky130_fd_sc_hd__edfxtp_1 | 26 |
| sky130_fd_sc_hd__a21oi_1 | 1 |
| sky130_fd_sc_hd__nand2_1 | 2 |
| sky130_fd_sc_hd__or4b_1 | 1 |
| sky130_fd_sc_hd__nor2_1 | 1 |
| sky130_fd_sc_hd__a222oi_1 | 4 |
| sky130_fd_sc_hd__a22oi_1 | 3 |
cells by family after synthesis:
family	Yosys count	share of synthesized area, %
AND/OR/NAND/NOR	31	14.8
flip-flops	28	61.3
adder cells (fa/ha/maj)	14	13.1
buffers and inverters	11	3.08
AND-OR/OR-AND	10	6.17
multiplexers	2	1.59
area by class of cell:
type | instances | area share, %
multi-input cells | 57 | 29.0
repair buffers | 49 | 19.3
flip-flops and latches | 28 | 40.9
clock inverters | 1 | 0.185
clock buffers | 3 | 2.04
well taps | 108 | 6.67
inverters | 9 | 1.91
through the flow:
stage,hold slack (ns),util (%),setup TNS [ns],power (W)
after detailed placement,0.523,19.9,-0.573,0.000581
after global placement,0.517,19.9,-0.502,0.000578
after CTS,0.541,22.2,-0.130,0.000789
after floorplan,0.475,-,0,0.000558
after global routing,0.554,22.9,-0.363,0.000814
final,0.539,22.9,-0.0481,0.000778
flip-flops by register name (all words and copies together), names as in the netlist:
register / cells
Entradas.next_num: 12
Entradas.num: 12
Entradas.cont: 2
Sevens.select: 2
worst reg2reg max path: cells and delay by family (launching register included):
kind / cells / cell delay, ns
simple gates: 1 / 0.39
flops: 1 / 0.36
fa+ha+maj: 1 / 0.24
buf+inv: 1 / 0.09
power by group through the flow:
stage                 registers (W)  clock network [W]  logic [W]
after CTS                  0.000517           0.000219  0.0000522
after global routing       0.000523           0.000233  0.0000578
final                      0.000517           0.000210  0.0000512
routing by layer:
| layer | vias up | track usage [%] |
|---|---|---|
| met3 | 0 | 1.78 |
| met5 | - | 0 |
| met1 | 374 | 5.22 |
| met4 | 0 | 0.250 |
| li1 | 446 | - |
| met2 | 29 | 5.01 |
repair_timing:
action | 4_1_cts | 5_1_grt
pin swaps | 7 | 10
resized | 34 | 16
endpoints found under the setup margin | 7 | 7
buffers inserted | 10 | 5
Power and IR drop assume default switching activity.
